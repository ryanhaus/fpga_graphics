===== /design/flow/design.v =====
typedef enum {
	IDLE,
	LOOP
} divider_state;
module divider #(
	parameter N_BITS = 8
) (
	input clk,
	input rst,
	input [N_BITS-1 : 0] numerator,
	input [N_BITS-1 : 0] denominator,
	input numerator_signed,
	input start,
	output bit busy,
	output bit [N_BITS-1 : 0] quotient,
	output bit [N_BITS-1 : 0] remainder,
	output bit result_valid
);
	localparam N_BITS2 = 2 * N_BITS;
	localparam N_BITS_I = $clog2(N_BITS);
	divider_state state = IDLE;
	bit signed [N_BITS2-1 : 0] R;  
	bit [N_BITS2-1 : 0] D;  
	bit signed [N_BITS-1 : 0] Q;  
	bit [N_BITS_I-1 : 0] i;  
	bit numerator_negative;
	always @(posedge clk) begin
		if (rst) begin
			state = IDLE;
		end
		else begin
			case (state)
				IDLE: begin
					busy = 0;
					if (start) begin
						busy = 1;
						result_valid = 0;
						R = numerator;
						D = denominator << N_BITS;
						Q = 0;
						i = N_BITS - 1;
						if (numerator_signed && $signed(numerator) < 0) begin
							R[N_BITS-1 : 0] = -R[N_BITS-1 : 0];
							numerator_negative = 1;
						end
						else numerator_negative = 0;
						state = LOOP;
					end
				end
				LOOP: begin
					R = 2 * R - D;
					Q = Q << 1;
					if (R >= 0) begin
						Q = Q + 1;
					end
					else begin
						R = R + D;
					end
					if (i == 0) begin
						if (numerator_signed && numerator_negative) Q = -Q;
						quotient = Q;
						remainder = R >> N_BITS;
						result_valid = 1;
						state = IDLE;
					end
					else begin
						i = i - 1;
					end
				end
			endcase
		end
	end
endmodule

===== /design/flow/run.sh =====
#!/bin/bash
# OpenROAD 26Q1-2900-gdf79404cd8, Yosys 0.63+post, stock flow scripts
make -C /OpenROAD-flow-scripts/flow DESIGN_CONFIG=/design/flow/config.mk WORK_HOME=/design/flow/orfs finish

===== /design/flow/config.mk =====
export PLATFORM = sky130hd
export DESIGN_NAME = divider
export DESIGN_NICKNAME = divider
export VERILOG_FILES = /design/flow/design.v
export SDC_FILE = /design/flow/constraint.sdc
export NUM_CORES = 4
export LEC_CHECK = 1
export CORE_UTILIZATION = 50

===== /design/flow/constraint.sdc =====
current_design divider

set clk_period 4.5
set clk_io_pct 0.2

create_clock -name clk0 -period $clk_period [get_ports {clk}]

set non_clock_inputs [all_inputs -no_clocks]
set_input_delay [expr $clk_period * $clk_io_pct] -clock clk0 $non_clock_inputs
set_output_delay [expr $clk_period * $clk_io_pct] -clock clk0 [all_outputs]

==> report_table.html <==
<h3>Run summary</h3>
<table>
<tr><th>Metric</th><th>Value</th></tr>
<tr><th colspan="2">Run status</th></tr>
<tr><td>Result of the run</td><td>completed</td></tr>
<tr><th colspan="2">Placement</th></tr>
<tr><td>HPWL after DPL</td><td>3.88 mm</td></tr>
<tr><td>Placed Cells</td><td>375</td></tr>
<tr><td>Input/output buffers</td><td>37</td></tr>
<tr><td>Routability cong.</td><td>0.843</td></tr>
<tr><td>Post-placement setup slack</td><td>1.46 ns</td></tr>
<tr><th colspan="2">Layout</th></tr>
<tr><td>Number of standard cells in the layout, taps in and fillers out</td><td>383</td></tr>
<tr><td>Count of filler cells inserted in the layout</td><td>476</td></tr>
<tr><td>Multi-input gate area in the final layout</td><td>1310 µm²</td></tr>
<tr><td>Sequential cell area</td><td>1580 µm²</td></tr>
<tr><td>Share of layout cells above drive strength 1</td><td>0.0675</td></tr>
<tr><td>Layout Area Growth over Synthesis</td><td>18.3%</td></tr>
<tr><th colspan="2">Logic synthesis</th></tr>
<tr><td>Cell area after synthesis</td><td>3000 µm²</td></tr>
<tr><td>Fa+ha+maj area frac</td><td>0.0801</td></tr>
<tr><td>Simple-gate share of the synthesized area</td><td>0.133</td></tr>
<tr><td>Share of the synthesized netlist area taken by xor and xnor gates</td><td>0.0730</td></tr>
<tr><td>Post-synthesis async set-or-reset flop share</td><td>0</td></tr>
<tr><td>Most common cell in the synthesized netlist</td><td>edfxtp_1</td></tr>
<tr><td>Yosys warns</td><td>1</td></tr>
<tr><td># Cells Yosys</td><td>269</td></tr>
<tr><td>Area reported by Yosys stat</td><td>3000 µm²</td></tr>
<tr><td>Number of enable-type register cells in the synthesized netlist</td><td>52</td></tr>
<tr><td>Post-synth mux share</td><td>0.0354</td></tr>
<tr><td>Dominant combinational cell family by area after synthesis</td><td>simple AND/OR/NAND/NOR gates</td></tr>
<tr><td>Most area-hungry cell type in the Yosys netlist</td><td>edfxtp_1</td></tr>
<tr><td>Distinct lib cells used</td><td>43</td></tr>
<tr><td>Post-synth seq share</td><td>0.527</td></tr>
<tr><td>Area share, top type</td><td>0.520</td></tr>
<tr><td>Compound-Gate Fraction of Synth Area</td><td>0.114</td></tr>
<tr><td>Ys flops</td><td>53</td></tr>
<tr><td>Synth cell count leaders</td><td>edfxtp_1 (52), inv_1 (22), nor2_1 (22)</td></tr>
<tr><td>Synthesized area per cell</td><td>11.2 µm²</td></tr>
<tr><td>Post-synthesis cell count</td><td>269</td></tr>
<tr><td>Most common reg cell</td><td>edfxtp_1</td></tr>
<tr><td>Most area-consuming cells after synthesis</td><td>edfxtp_1 (52%), ha_1 (6.7%), xnor2_1 (5.3%)</td></tr>
<tr><th colspan="2">Clocking</th></tr>
<tr><td>Cts repair resizes</td><td>0</td></tr>
<tr><td>Cell at the root of the clock tree</td><td>clkbuf_8</td></tr>
<tr><td>Setup repair bufs after CTS</td><td>0</td></tr>
<tr><td>Maximum clock path buffer count</td><td>2</td></tr>
<tr><td>CTS tree</td><td>yes</td></tr>
<tr><td>Count of hold buffers inserted by post-cts repair</td><td>0</td></tr>
<tr><td>Clock H-tree levels</td><td>2</td></tr>
<tr><td>Number of sinks handled by clock tree synthesis</td><td>53</td></tr>
<tr><td>TritonCTS Buffers</td><td>5</td></tr>
<tr><td>Clock transition time at the flip-flop clock pins of the worst setup and hold paths</td><td>0.10 ns</td></tr>
<tr><td>Clock latency on the worst-skew pair</td><td>0.30 ns</td></tr>
<tr><th colspan="2">Detailed routing</th></tr>
<tr><td>Detailed Route Iter0 Violations</td><td>101</td></tr>
<tr><td>Diodes inserted</td><td>0</td></tr>
<tr><td>Post-route DRC violation count</td><td>0</td></tr>
<tr><td>Via density</td><td>5.21</td></tr>
<tr><td>Per-cell routed wire length</td><td>13.5 µm</td></tr>
<tr><td>First drt pass iteration count</td><td>4</td></tr>
<tr><td>Number of vias in the routed layout</td><td>1995</td></tr>
<tr><td>Wire length after detailed routing</td><td>5.15 mm</td></tr>
<tr><td>DRT antenna net count</td><td>0</td></tr>
<tr><th colspan="2">Setup path</th></tr>
<tr><td>Critical Path AT</td><td>3.14 ns</td></tr>
<tr><td>Crit start category</td><td>flop</td></tr>
<tr><td>Crit path DRT</td><td>4.56 ns</td></tr>
<tr><td>Worst-path maximum fanout</td><td>6</td></tr>
<tr><td>CP endpoint kind</td><td>flop</td></tr>
<tr><td>Worst setup path class</td><td>flop to flop</td></tr>
<tr><th colspan="2">Run</th></tr>
<tr><td>Number of warning messages in the logs</td><td>28</td></tr>
<tr><td>Maxcap violations</td><td>0</td></tr>
<tr><th colspan="2">Timing</th></tr>
<tr><td>Final setup violating endpoints</td><td>0</td></tr>
<tr><td>Worst Skew</td><td>0.0127 ns</td></tr>
<tr><td>Period Utilization, post-route</td><td>0.686</td></tr>
<tr><td>Final Hold Viols</td><td>0</td></tr>
<tr><td>Final worst hold slack</td><td>0.533 ns</td></tr>
<tr><td>Post-layout min period</td><td>3.09 ns</td></tr>
<tr><td>Pin slew with the least headroom to its limit</td><td>0.651 ns</td></tr>
<tr><td>Slew Limit Headroom</td><td>0.566</td></tr>
<tr><td>Aggregate negative setup slack</td><td>0 ns</td></tr>
<tr><td>Final Max Slew Viols</td><td>0</td></tr>
<tr><td>RSZ-0062 raised after global routing</td><td>false</td></tr>
<tr><td>Maximum operating frequency</td><td>324 MHz</td></tr>
<tr><td>Setup slack after layout</td><td>1.41 ns</td></tr>
<tr><th colspan="2">Floorplanning</th></tr>
<tr><td>Pre-placement core utilization</td><td>0.532</td></tr>
<tr><td>Width of the die</td><td>79.5 µm</td></tr>
<tr><td>Row cnt</td><td>27</td></tr>
<tr><td>Die span in y</td><td>79.5 µm</td></tr>
<tr><td>Total die size</td><td>6310 µm²</td></tr>
<tr><td>Number of top-level pins</td><td>38</td></tr>
<tr><td>Core Footprint</td><td>5640 µm²</td></tr>
<tr><th colspan="2">GRT</th></tr>
<tr><td>Overflow after GRT</td><td>0</td></tr>
<tr><td>Number of antenna violations at the first check in global routing</td><td>0</td></tr>
<tr><td>Via count of the first global-routing pass</td><td>1866</td></tr>
<tr><td>First-pass GRT wire length</td><td>8.92 mm</td></tr>
<tr><td>GRT Overall Usage</td><td>0.195</td></tr>
<tr><td>Largest net degree at the start of global routing</td><td>36</td></tr>
<tr><th colspan="2">Pwr</th></tr>
<tr><td>Worst IR Drop VDD</td><td>183 µV</td></tr>
<tr><td>Power, Total</td><td>1.18 mW</td></tr>
<tr><td>Areal power density over the cells</td><td>332 nW/µm²</td></tr>
<tr><td>Leakage power</td><td>1.34 nW</td></tr>
<tr><th colspan="2">Worst hold path</th></tr>
<tr><td>Class of the tightest hold or removal check</td><td>flop to flop</td></tr>
</table>
## where the power goes
part / leakage [nW] / internal [mW] / switching, mW
Sequential: 0.495 / 0.584 / 0.0142
Combinational: 0.799 / 0.147 / 0.162
Clock: 0.0455 / 0.126 / 0.145
Total: 1.34 / 0.857 / 0.321
## kinds of logic (layout without fill, tap and decap cells)
logic type / Yosys count / in the layout
adder cells (fa/ha/maj): 18 / 18
flip-flops: 53 / 53
buffers and inverters: 28 / 70
AND-OR/OR-AND: 55 / 55
AND/OR/NAND/NOR: 81 / 81
XOR/XNOR: 25 / 25
multiplexers: 9 / 9
## cell usage in the layout (no fill, tap or decap), types with 2 or more instances in the layout
master / count
a21oi_2: 2
nand2_1: 21
clkbuf_1: 2
and2_1: 9
o21a_1: 2
edfxtp_1: 52
nor3_1: 4
nor2b_1: 5
o211ai_1: 3
mux2i_1: 5
nor2_1: 22
ha_1: 16
fa_1: 2
clkdlybuf4s50_1: 37
nand2b_1: 6
nor4_1: 2
buf_4: 3
xor2_1: 7
xnor2_1: 18
mux2_4: 3
a31oi_1: 7
clkbuf_8: 6
o21ai_0: 15
inv_1: 22
a21oi_1: 17
nand3_1: 3
nor3_2: 2
## metal layers
metal | global-route usage | up-vias | part of all wire
li1 | - | 1034 | -
met1 | 0.336 | 896 | 0.50
met2 | 0.285 | 57 | 0.43
met3 | 0.0418 | 8 | 0.061
met4 | 0.0200 | 0 | 0.012
met5 | 0 | - | 0
## state kept, by name (all words and copies together) (netlist names)
signal              cells
R                      15
numerator_negative      1
busy                    1
i                       3
remainder               8
quotient                8
D                       8
Q                       7
state                   1
result_valid            1
## layout make-up
type,count,share of cell area
inverters,22,0.0233
well taps,72,0.0254
repair buffers,40,0.111
flip-flops and latches,53,0.446
clock buffers,8,0.0254
multi-input cells,188,0.370
## critical path, stage by stage (launching register included)
cell and delay (ns):
edfxtp_1 0.39, ha_1 0.28, fa_1 0.50, nor2b_1 0.18, o31a_1 0.18, a21oi_1 0.07, ha_1 0.37, nand2_1 0.07
o211ai_1 0.16, a21oi_1 0.10, xnor2_1 0.12, mux2_4 0.26, and2_1 0.15
## final timing paths
kind	to	slack, ns	from	cells past startpoint
worst min register to register	R[2]	0.53	R[1]	2
worst max-delay path	R[14]	1.41	D[8]	12
worst max register to register	R[14]	1.41	D[8]	12
worst min-delay path	R[2]	0.53	R[1]	2
## metrics by stage
step | util | instance area, µm²
2_1_floorplan | - | 3000
3_3_place_gp | 0.613 | 3460
3_5_place_dp | 0.613 | 3460
4_1_cts | 0.629 | 3550
5_1_grt | 0.629 | 3550
6_report | 0.629 | 3550
No activity file was given, so power comes from the tool's default toggle rates.
