[constraint.sdc]
current_design dpram

set clk_period 2.8
set clk_io_pct 0.2

create_clock -name clk0 -period $clk_period [get_ports {rd_clk}]
create_clock -name clk1 -period $clk_period [get_ports {wr_clk}]

set non_clock_inputs [all_inputs -no_clocks]
set_input_delay [expr $clk_period * $clk_io_pct] -clock clk0 $non_clock_inputs
set_output_delay [expr $clk_period * $clk_io_pct] -clock clk0 [all_outputs]
[design.v]
module dpram #(
	parameter DATA_WIDTH = 8,  
	parameter DATA_N = 16,  
	parameter ADDR_BITS = $clog2(DATA_N),  
	parameter RST_VAL = 0  
) (
	input rst,
	input rd_clk,
	input [ADDR_BITS-1 : 0] rd_addr,
	output bit [DATA_WIDTH-1 : 0] rd_out,
	input wr_clk,
	input wr_en,
	input [ADDR_BITS-1 : 0] wr_addr,
	input [DATA_WIDTH-1 : 0] wr_in
);
	bit [DATA_WIDTH-1 : 0] data [DATA_N-1 : 0];
	always_ff @(posedge rd_clk) begin
		rd_out <= data[rd_addr];
	end
	integer rst_i;
	always_ff @(posedge wr_clk) begin
		if (rst) begin
			for (rst_i = 0; rst_i < DATA_N; rst_i = rst_i + 1) begin
				data[rst_i] = RST_VAL;
			end
		end
		else begin
			if (wr_en)
				data[wr_addr] <= wr_in;
		end
	end
endmodule
[config.mk]
export PLATFORM = sky130hd
export DESIGN_NAME = dpram
export DESIGN_NICKNAME = dpram
export VERILOG_FILES = /design/flow/design.v
export SDC_FILE = /design/flow/constraint.sdc
export NUM_CORES = 4
export LEC_CHECK = 1
export CORE_UTILIZATION = 30
[run.sh]
#!/bin/bash
# OpenROAD 26Q1-2900-gdf79404cd8, Yosys 0.63+post, stock flow scripts
make -C /OpenROAD-flow-scripts/flow DESIGN_CONFIG=/design/flow/config.mk WORK_HOME=/design/flow/orfs finish
==> flow_metrics.py <==
# Auto-generated metrics
metrics = {
    "outcome": {
        "status": "completed",
    },
    "worst_hold_path": {
        "min_path_cells": 3,
        "min_to": "rd_out[7]",
        "holdCritPathClass": "reg -> reg",
        "worstHoldStart": "data[8][7]",
    },
    "drt": {
        "drt_pass1_iterations": 6,
        "postRouteAntennaNets": 0,
        "wl_per_cell_um": 19.0,
        "wirelength_um": 13400,
        "route.detailed.drc": 0,
        "insertedDiodeCount": 0,
        "dr.first_iter.drc_count": 202,
        "vias": 3223,
        "viasPerCell": 4.59,
    },
    "die": {
        "core_um2": 19600,
        "io_pins": 28,
        "rows": 51,
        "die_w_um": 144,
        "die-area_um2": 20600,
        "fp-utilization_pct": 30.7,
        "die_h_um": 144,
    },
    "timing": {
        "fin_setup_tns_ns": 0,
        "hold_viol_final": 0,
        "setup_viol": 0,
        "maxSlewViolCount": 0,
        "relSlewSlack_pct": 46.4,
        "worstMarginPinSlew_ns": 0.801,
        "rsz0062_at_grt": "no",
        "worst_slack_ns": 0.700,
    },
    "synth": {
        "ys_ff": 136,
        "async_reset_ff_share_pct": 0,
        "netlist_area_um2": 6020,
        "edf_count": 128,
        "synth_seq_share_pct": 66.5,
        "yosysMostFrequentCell": "and2_1",
        "syn_area_per_cell_um2": 15.7,
        "ys_warn_count": 1,
        "yosysChipArea_um2": 6020,
        "syn_inst": 383,
        "top_cell_area_share_pct": 63.8,
        "synth_area_leader_cell": "edfxtp_1",
        "ys_cells": 383,
        "ff_type": "edfxtp_1",
        "synthTopCellsByCount": "129 x and2_1, 128 x edfxtp_1, 32 x mux4_2",
        "yosys-top-cells-area": "edfxtp_1 64%, and2_1 13%, mux4_2 12%",
        "synth_cell_types": 20,
    },
    "clock_tree": {
        "path_clk_slew_ns": 0.06,
        "cts_resized": 0,
        "cts_tree": "done",
        "clock_sinks": 136,
        "post-cts-setup-buffers": 0,
        "cts-hold-fix-buffers": 0,
    },
    "critical_path": {
        "worstSetupPathType": "in -> reg",
        "worstSetupEndpointType": "flop",
        "rrSetupSlack_ns": 1.24,
        "r2r_end": "rd_out[0]",
        "required_ns": 2.89,
        "slowest_delay_ns": 0.57,
        "critPathSlowestCell": "or4b_4",
        "path_cells": "clkdlybuf4s50_1, or4b_4, nor2_2, or2_2",
        "cp_max_fo": 9,
        "cp.arrival_ns": 2.19,
        "rr_worst_depth": 3,
        "r2r_start": "data[4][0]",
        "critPathLaunchType": "input pin",
    },
    "final_layout": {
        "final_cells": 702,
        "design_area_um2": 7390,
        "syn2layout_area_growth_pct": 22.7,
        "drive_above_1_share_pct": 22.9,
    },
    "place": {
        "placed_cells": 667,
        "dp_hpwl_um": 8890,
        "port_buffers": 26,
        "place_congestion": 0.854,
        "placed_cell_area_um2": 6650,
        "preCtsSetupSlack_ns": 0.258,
    },
    "flow_run": {
        "warnings": 26,
        "cap_violations": 0,
    },
    "grt": {
        "antenna_found_initial": 1,
        "grt_overflow": 0,
        "grt.total_usage_pct": 14.6,
        "grt_pass1_wl_um": 19900,
        "grt_pass1_vias": 3422,
        "grt_max_degree": 33,
    },
    "pwr": {
        "power_density_nw_per_um2": 732,
        "power.leakage_nw": 2.56,
        "ir_drop_v": 0.000312,
    },
}
-- report_power, final --
group          internal, mW  switching [mW]  leakage (nW)
registers              2.35          0.0407          1.29
logic                 0.167           0.182         0.931
clock network          1.85           0.821         0.343
total                  4.37            1.04          2.56
-- state kept, by name (all words and copies together), names as in the netlist --
| register | count |
|---|---|
| rd_out | 8 |
| data | 128 |
-- critical path, delay by kind of cell --
family | cells | cell delay (ns)
AND/OR/NAND/NOR | 3 | 1.12
buffers and inverters | 1 | 0.51
-- per-stage QoR --
stage / hold WS (ns) / total power [mW] / util, %
2_1_floorplan: 0.635 / 2.60 / -
3_3_place_gp: 0.687 / 2.78 / 33.9
3_5_place_dp: 0.690 / 2.78 / 33.9
4_1_cts: 0.890 / 5.45 / 37.7
5_1_grt: 0.923 / 5.56 / 37.7
6_report: 0.874 / 5.41 / 37.7
-- how the worst max path moves through the flow --
stage / from / to / slack (ns) / cells after the start
final: rst / data[3][1] / 0.70 / 4
after global routing: rst / data[9][7] / 0.59 / 4
after CTS: rst / data[8][5] / 0.68 / 4
-- metal layers --
layer / vias to the layer above / track usage (%) / share of wire [%]
li1: 1498 / - / -
met1: 1559 / 17.8 / 37
met2: 147 / 23.1 / 50
met3: 17 / 8.55 / 12
met4: 2 / 2.46 / 1.2
met5: - / 0 / 0.13
-- area by class of cell --
cell class / instances / area [µm²]
Clock buffer: 21 / 504
Clock inverter: 14 / 239
Fill cell: 1763 / 12200
Multi-Input combinational cell: 227 / 1930
Sequential cell: 136 / 4000
Tap cell: 265 / 332
Timing Repair Buffer: 39 / 378
-- kinds of logic after synthesis --
| group | share of synthesized area, % |
|---|---|
| simple gates | 18.1 |
| mux | 12.0 |
| buf+inv | 1.41 |
| flops | 66.5 |
| compound gates | 1.99 |
-- cells in the final DEF (no fill, tap or decap), drive strengths merged --
master and n:
clkinv 3, buf 14, or2 16, nand4bb 2, clkdlybuf4s50 25, nor2 13
nand4b 1, nor2b 2, bufinv 6, or4b 1, nor3 4, nand2 9
and2 129, mux4 32, a22oi 16, edfxtp 128, nand2b 2, dfxtp 8
clkinvlp 5, clkbuf 21
Power is estimated from default activity; no workload was simulated.
