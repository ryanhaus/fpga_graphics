## /design/flow/config.mk

```make
export PLATFORM = sky130hd
export DESIGN_NAME = counter_2d
export DESIGN_NICKNAME = counter_2d
export VERILOG_FILES = /design/flow/design.v
export SDC_FILE = /design/flow/constraint.sdc
export NUM_CORES = 4
export LEC_CHECK = 1
export CORE_AREA = 10 10 70 70
export DIE_AREA = 0 0 80 80
```

## /design/flow/constraint.sdc

```tcl
current_design counter_2d

set clk_period 4.5
set clk_io_pct 0.2

create_clock -name clk0 -period $clk_period [get_ports {clk}]

set non_clock_inputs [all_inputs -no_clocks]
set_input_delay [expr $clk_period * $clk_io_pct] -clock clk0 $non_clock_inputs
set_output_delay [expr $clk_period * $clk_io_pct] -clock clk0 [all_outputs]
```

## /design/flow/design.v

```verilog
module counter_2d #(
	parameter WIDTH = 10,  
	parameter HEIGHT = 10,  
	parameter TOTAL = WIDTH * HEIGHT,  
	parameter X_BITS = $clog2(WIDTH),  
	parameter Y_BITS = $clog2(HEIGHT),  
	parameter TOTAL_BITS = $clog2(TOTAL)  
) (
	input rst,
	input clk,
	input enable,
	input bit [X_BITS-1 : 0] x_start,
	input bit [Y_BITS-1 : 0] y_start,
	input bit [X_BITS-1 : 0] x_end,
	input bit [Y_BITS-1 : 0] y_end,
	output bit [X_BITS-1 : 0] out_x,
	output bit [Y_BITS-1 : 0] out_y,
	output bit done
);
	always_ff @(posedge clk) begin
		if (rst) begin
			done = 'b0;
			out_x = x_start;
			out_y = y_start;
		end
		else if (enable) begin
			done = 'b0;
			if (out_x >= x_end) begin
				out_x = x_start;
				if (out_y >= y_end) begin
					out_y = y_start;
					done = 'b1;
				end
				else begin
					out_y = out_y + 'b1;
				end
			end
			else begin
				out_x = out_x + 'b1;
			end
		end
	end
endmodule
```

## /design/flow/run.sh

```bash
#!/bin/bash
# OpenROAD 26Q1-2900-gdf79404cd8, Yosys 0.63+post, stock flow scripts
make -C /OpenROAD-flow-scripts/flow DESIGN_CONFIG=/design/flow/config.mk WORK_HOME=/design/flow/orfs finish
```

==> results.toml <==
# physical design summary
[clocking]
cts_resized = 0
post_cts_buffers = 0
clockBufferDepth = 2
cts_tree = "yes"
cts.hold.buffers_added = 0
cts_max_level = 1
insertion_delay_ps = 270
clk_pin_slew_ps = 70
cts_buffers = 3
clock_sinks = 9
cts-root-buf = "clkbuf_4"

[worst_setup_path]
worstSetupPathType = "input pin to register"
reg2reg_depth = 6
crit_chain = "clkdlybuf4s50_1, ha_1, nand2b_1, a2111o_1, a21oi_4, mux2_2"
ff2ff_setup_slack_ps = 2330
worstSetupStartpoint = "x_end[0]"
critPathTopFamily = "AND-OR/OR-AND gates"
cpPeakStageDelay_ps = 450
r2r-end = "out_x[2]"
cp.depth = 6
critPathCaptureType = "register"
crit_path_end = "out_x[2]"
critical_path.slowest_cell = "a2111o_1"
critPathMaxFanout = 4
worstPathArrival_ps = 2720
path_buffers = 1
critPathRequiredTime_ps = 4510
r2r-start = "out_x[0]"
start_kind = "input pin"

[placed_design]
dpl_cell_area_um2 = 1012
hpwl_mm = 1.394
portBuffers = 27
placedCellCount = 130
place_congestion = 0.7675

[grt]
grt_max_degree = 7
grtUsageTotal = 0.05322
grt_pass1_wl_mm = 2.780
grt_pass1_vias = 603
antenna_found_initial = 0
gr-total-overflow = 0

[floorplanning]
die_area_um2 = 6400
floorplan.core_util = 0.2004
core_um2 = 3416
die_w_um = 80
fp.dieH_um = 80
io_pins = 28
row_count = 21

[routing]
vias_per_cell = 3.851
wl_met3_um = 90
wl_met1_um = 621
drc = 0
drtIter0Drc = 13
wl_per_cell_um = 11.77
diodes = 0
top_layer = "met4"
antenna_left = 0
vias = 516
wl_mm = 1.577
wl_met2_um = 811
drtPass1Iterations = 2

[synthesis]
yosysChipArea_um2 = 684.4
synthArstFlopShare = 0
ys_cells = 57
syn_inst = 57
syn_area_um2 = 684.4
ys_seq_frac = 0.3803
yosysUniqueCellTypes = 19
syn_area_per_cell_um2 = 12.01
synth-edff-count = 8
ff_type = "edfxtp_1"
synth_flops = 9
yosysWarnings = 1

[cells_and_area]
stdcell_area_um2 = 1040
area_growth_pct = 51.92
stdcell_count = 134
drive_above_1_share = 0.1250

[sta]
finalSetupTns_ps = 0
finClkSkew_ps = 7.477
period_used_share = 0.6021
clock.fmax_mhz = 369.1
rsz0062_at_grt = "false"
worst_pin_slew_ps = 322.2
timing.final.hold_violations = 0
setup_viol = 0
finalMaxSlewViolations = 0
slew_headroom = 0.7845
holdWs_ps = 654.7
period_needed_ps = 2709

[worst_hold_path]
hold_class = "register to register"

[pwr]
power_leakage_uw = 0.0004310
power.total_uw = 343.4
ir_worst_vdd_mv = 0.09093
power.density_nw_per_um2 = 330.2

[job]
drv_cap = 0
warning_count = 25

[run_status]
status = "complete, no violations"
==> synth_stat cells (all sizes together) (2+ instances only) <==
master	number	area (um2)
xor2	2	17.52
ha	10	125.1
inv	8	30.03
nand2b	4	25.02
xnor2	2	17.52
mux2	8	90.08
nand3	2	10.01
a2111o	2	22.52
a21oi	2	32.53
edfxtp	8	240.2
o21ai	2	10.01
==> cells in the final DEF (no fill, tap or decap) <==
master            n
clkdlybuf4s50_1  27
ha_1             10
inv_1             8
edfxtp_1          8
nand2b_1          4
mux2_2            4
mux2_1            4
clkbuf_4          3
xor2_1            2
a2111o_1          2
o21ai_0           2
a21oi_4           2
nand3_1           2
xnor2_1           2
or2_2             1
and2_1            1
a21o_1            1
nor2b_1           1
nor3b_1           1
a41o_1            1
clkinv_2          1
dfxtp_1           1
==> worst reg2reg max path: cells and delay by family (launching register included) <==
family,cells,cell delay [ps]
AOI/OAI and AO/OA,2,650
muxes,1,350
buffers and inverters,1,120
DFF,1,440
and+or+nand+nor,1,130
adders and majority gates,1,220
==> worst min-delay path by stage <==
stage | start | endpoint | cells past startpoint
after CTS | done | done | 2
after global routing | done | done | 2
final | done | done | 2
==> logic make-up after synthesis <==
| family | count (synthesis) | share of synthesized area |
|---|---|---|
| xor gates and xnor gates | 4 | 0.05120 |
| AOI/OAI and AO/OA | 8 | 0.1207 |
| muxes | 8 | 0.1316 |
| buffers and inverters | 8 | 0.04388 |
| and+or+nand+nor | 10 | 0.08960 |
| DFF | 9 | 0.3803 |
| adders and majority gates | 10 | 0.1828 |
==> per-layer routing <==
layer | vias to the layer above | track usage
met2 | 12 | 0.09310
met1 | 228 | 0.06065
met3 | 5 | 0.01591
li1 | 271 | -
met4 | 0 | 0.01585
met5 | - | 0
==> state kept, by name, indices dropped and copies added, names as in the netlist <==
name,flops
out_x,4
out_y,4
done,1
==> stage by stage <==
stage	utilization	setup WS [ps]
final	0.3044	1791
after floorplan	-	1999
after global routing	0.3044	1717
after CTS	0.3044	1784
after detailed placement	0.2963	1508
after global placement	0.2963	1501
==> power breakdown <==
part / switching [uW] / total [uW] / internal [uW] / leakage, uW
logic: 51.1 / 144 / 92.5 / 0.000325
registers: 20.2 / 137 / 116 / 0.0000886
clock network: 30.3 / 63.1 / 32.8 / 0.0000177
total: 102 / 343 / 242 / 0.000431
==> area by class of cell <==
class	count	area, um2
clock buffers	3	22.52
clock inverters	1	5.005
fillers	359	2376
inverters	8	30.03
multi-input cells	40	394.1
flip-flops and latches	9	260.3
well taps	46	57.56
repair buffers	27	270.3
Power figures rest on the tool's default switching activity, not on a simulated workload.
